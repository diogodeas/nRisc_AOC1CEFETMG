==> design/flow/design.v <==
module ULA (
    input wire [7:0] bReg,
    input wire [7:0] mux,
    output wire Zero,
    output wire [7:0] out,
    input OpULA
    );
    reg [7:0] ula;
    reg zero;
    always@(bReg or mux or OpULA)begin
        case (OpULA)
        1'b0: ula = bReg - mux;
        1'b1: ula = bReg*mux;
        default: ula=8'b00000000;
        endcase
        if(ula == 8'b00000000) begin
            zero = 1;
        end else begin
            zero = 0;
        end
    end
    assign out = ula;
    assign Zero = zero;
endmodule
==> design/flow/run.sh <==
#!/bin/bash
# OpenROAD 26Q1-2900-gdf79404cd8, Yosys 0.63+post, stock flow scripts
make -C /OpenROAD-flow-scripts/flow DESIGN_CONFIG=/design/flow/config.mk WORK_HOME=/design/flow/orfs finish
==> design/flow/config.mk <==
export PLATFORM = sky130hd
export DESIGN_NAME = ULA
export DESIGN_NICKNAME = ULA
export VERILOG_FILES = /design/flow/design.v
export SDC_FILE = /design/flow/constraint.sdc
export NUM_CORES = 4
export LEC_CHECK = 1
export CORE_AREA = 10 10 95 95
export DIE_AREA = 0 0 105 105
==> design/flow/constraint.sdc <==
current_design ULA

set clk_period 4.3
set clk_io_pct 0.2

create_clock -name clk0 -period $clk_period

set non_clock_inputs [all_inputs -no_clocks]
set_input_delay [expr $clk_period * $clk_io_pct] -clock clk0 $non_clock_inputs
set_output_delay [expr $clk_period * $clk_io_pct] -clock clk0 [all_outputs]
==> flow_results.org <==
#+TITLE: Synthesis and PnR summary

** Routing
- Number of vias per cell after detailed routing :: 3.84
- Total routed wirelength :: 3900 µm
- Iteration count of the initial detailed-routing pass :: 4
- The routed layout reports a DRC error count of 0.
- DRT antenna net count :: 0
- Count of routing violations after the opening detailed-route iteration :: 36
- The final antenna diode tally reported by the flow is 0.
- Average routed wire per standard cell :: 11.6 µm
- Summing over every cut layer, the via total after detailed routing is 1295.

** Logic synthesis
- Area share, top type :: 0.246
- Count of synthesis-stage warnings from yosys :: 1
- Top cells by area in the synthesized netlist :: sky130_fd_sc_hd__ha_1, sky130_fd_sc_hd__fa_1, sky130_fd_sc_hd__inv_1
- The biggest area contributor in the post-synthesis netlist is sky130_fd_sc_hd__ha_1.
- After synthesis, the netlist uses 32 different library cells.
- Dividing the synthesized area by the synthesized cell count gives 8.18 µm².
- Chip area from the yosys synthesis statistics :: 0.00137 mm²
- Of the synthesized area, sequential elements account for 0.
- Yosys cell count :: 168
- Counting every instance in the synthesized netlist gives 168.
- In this run the cell area of the synthesized design comes to 0.00137 mm².

** Die
- Floorplan core density :: 0.199
- The die is 105 µm wide.
- Chip area :: 0.0110 mm²
- Count of boundary I/O pins :: 26
- The die is 105 µm tall.
- Number of placement rows :: 30
- According to the floorplan report, the placeable core area is 0.00691 mm².

** Final layout
- The multi-input combinational cells in the finished layout cover a total of 0.00142 mm².
- Per the layout report, the design carries 0 clock buffers.
- Final sequential cell count :: 0
- Area growth from synthesis to layout :: 69.1%
- Sequential cell area :: 0 µm²
- In the final layout, the share of cells above drive strength 1 is 0.444.
- With fillers left out, the area of the finished cells amounts to 0.00232 mm².
- Fill cell total of the finished layout :: 693
- The finished layout reports a core utilization of 0.336.

** Place
- Final RePlAce weighted congestion :: 0.844
- Summed over all nets, the half-perimeter wirelength after detailed placement is 3340 µm.
- Per the detailed placement report, the placed cell area equals 0.00209 mm².
- Number of input and output port buffers inserted :: 26

** Critical path
- The slowest stage of the critical path is the sky130_fd_sc_hd__fa_1 cell.
- Critical Path Sink Type :: output pin
- Traced cell by cell, the critical path runs through buf_12 -> nand2_4 -> fa_2 -> fa_1 -> inv_2 -> fa_1 -> inv_2 -> fa_2 -> inv_2 -> ha_4 -> a21oi_4 -> xnor3_1 -> nand2_1 -> o2111ai_2 -> a211oi_2 -> buf_2.
- CP max stage delay :: 540 ps
- The critical path in this run is classified as in -> out.
- CP startpoint kind :: primary input
- Per STA, the worst path accumulates the most delay in the family adder cells.
- Most common cell on crit path :: sky130_fd_sc_hd__inv_2
- Critical path data arrival time :: 4220 ps
- The OpenROAD report gives the critical path a required time of 3440 ps.
- Critical-path maximum fanout :: 4
- The number of buffers and inverters on the critical path is 5.

** Run status
- Result of the run :: complete, but fails checks
- The final reports fail on negative setup slack.

** Final timing
- Post-layout period usage :: 1.18
- Final setup violation count :: 5
- In the post-route analysis, the smallest setup slack over all paths is -780 ps.
- In this run the tightest slew margin relative to its limit is 0.654.
- Total negative slack :: -2320 ps
- Post-layout minimum cycle time :: 5080 ps
- In the final report, the number of hold violations comes to 0.
- Setup repair after global routing could not meet its margin everywhere.
- Transition time at the pin with the least slew margin :: 515 ps
- For this run, the top clock speed supported by timing is 197 MHz.
- In the final report, the number of pins over their slew limit comes to 0.

** Global routing
- The global route stage reports its total congestion overflow as 0.
- The first global-routing pass estimated 6390 µm of wire.
- Entering global routing, the biggest net connects 15 pins.
- The initial antenna violation count is 0.
- Number of global-route vias before repair :: 1335
- Overall routing resource usage recorded by global route was 0.0689.

** Hold path
- Path category of the worst min-delay check :: in -> out

** CTS
- The report puts the hold buffer count at CTS at 0.

** Power
- Maximum vdd ir drop :: 136 µV
- The analysis attributes to cell leakage a power of 1.17 nW.
- Power Dens Cells :: 217 mW/mm²

** Job
- Max-capacitance violation count :: 0
- Warning total across the stage logs :: 39
## layer usage
layer,global-route usage,share of wire,vias up,wire [µm]
met5,0,0,-,0
met4,0,0,0,0
met3,0.00932,0.030,0,117
met2,0.127,0.53,13,2050
met1,0.0880,0.44,603,1740
li1,-,-,679,-
## worst paths after layout
kind / start / end / slack [ps] / cells after the start
setup / recovery: bReg[1] / Zero / -780 / 16
hold / removal: OpULA / Zero / 2520 / 4
## power breakdown
part	internal [mW]	leakage (nW)	switching [mW]
sequential	0	0	0
clock	0	0	0
combinational	0.287	1.17	0.218
## per-stage QoR
step | hold slack [ps] | power (mW) | worst slack (ps) | cells
global route | 2570 | 0.559 | -924 | 337
detailed placement | 2830 | 0.443 | -1790 | 327
floorplan | 1770 | 0.259 | -443 | 168
CTS | 2530 | 0.508 | -886 | 338
finish | 2520 | 0.505 | -780 | 337
global placement | 2830 | 0.446 | -1780 | 327
## synthesized netlist by cell type, types with 2 or more instances
library cell,count
sky130_fd_sc_hd__inv_1,38
sky130_fd_sc_hd__ha_1,27
sky130_fd_sc_hd__nand2_1,23
sky130_fd_sc_hd__fa_1,13
sky130_fd_sc_hd__xnor2_1,12
sky130_fd_sc_hd__and2_1,10
sky130_fd_sc_hd__nor2_1,6
sky130_fd_sc_hd__a21oi_1,4
sky130_fd_sc_hd__o21a_1,4
sky130_fd_sc_hd__a21o_1,3
sky130_fd_sc_hd__xnor3_1,3
sky130_fd_sc_hd__xor2_1,3
sky130_fd_sc_hd__o21ai_0,2
sky130_fd_sc_hd__o21ai_2,2
## layout by cell type, fill, tap and decap left out, types with 7 or more instances in the layout
cell | synthesis | layout
sky130_fd_sc_hd__buf_4 | 0 | 38
sky130_fd_sc_hd__inv_1 | 38 | 27
sky130_fd_sc_hd__and2_1 | 10 | 7
sky130_fd_sc_hd__buf_6 | 0 | 11
sky130_fd_sc_hd__xnor2_1 | 12 | 10
sky130_fd_sc_hd__clkdlybuf4s50_1 | 0 | 7
sky130_fd_sc_hd__ha_1 | 27 | 19
sky130_fd_sc_hd__nand2_1 | 23 | 18
sky130_fd_sc_hd__buf_2 | 0 | 7
sky130_fd_sc_hd__ha_4 | 0 | 7
sky130_fd_sc_hd__fa_1 | 13 | 9
sky130_fd_sc_hd__inv_2 | 0 | 11
## cells by family after synthesis
family | Yosys count | share of synthesized area
xor gates and xnor gates | 19 | 0.157
adders and majority gates | 40 | 0.435
buffers and inverters | 39 | 0.109
and+or+nand+nor | 45 | 0.164
muxes | 2 | 0.0155
AOI/OAI and AO/OA | 23 | 0.119
## worst min-delay path: stages
cell	delay, ps
sky130_fd_sc_hd__clkdlybuf4s50_1	430
sky130_fd_sc_hd__inv_1	170
sky130_fd_sc_hd__a211oi_2	90
sky130_fd_sc_hd__buf_2	100
## cell type report
class / instances / share of cell area
multi-input combinational: 129 / 0.610
timing repair buffer: 74 / 0.277
inverter: 38 / 0.0614
tap: 96 / 0.0517
## timing repair
action                                 4_1_cts  5_1_grt
gates cloned                                 0        0
endpoints found under the hold margin        0        0
setup endpoints to repair                    7        6
gates resized                              110       12
pin swaps                                   32       11
buffers inserted                            12        1
Power figures rest on the tool's default switching activity, not on a simulated workload.
