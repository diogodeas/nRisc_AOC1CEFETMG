==> ./design.v <==
module bancoMem(
input wire clock,
  input wire [7:0] endereco,
  input wire [7:0] dado,
  output wire [7:0] out,
  input lerMem,
  input EscreverMem
);
  reg[7:0] memoria [255:0];
  reg[7:0] lido;
  always @(posedge clock)
    begin
      if(EscreverMem) begin
        memoria[endereco] = dado;
      end
  end
  always @(negedge clock)
    begin
      if(lerMem) begin
      lido = memoria[endereco];
      end
   end
    assign out = lido;
endmodule
==> ./run.sh <==
#!/bin/bash
# OpenROAD 26Q1-2900-gdf79404cd8, Yosys 0.63+post, stock flow scripts
make -C /OpenROAD-flow-scripts/flow DESIGN_CONFIG=/design/flow/config.mk WORK_HOME=/design/flow/orfs finish
==> ./config.mk <==
export PLATFORM = sky130hd
export DESIGN_NAME = bancoMem
export DESIGN_NICKNAME = bancoMem
export VERILOG_FILES = /design/flow/design.v
export SDC_FILE = /design/flow/constraint.sdc
export NUM_CORES = 4
export LEC_CHECK = 1
export CORE_UTILIZATION = 30
==> ./constraint.sdc <==
current_design bancoMem

set clk_period 20.6
set clk_io_pct 0.2

create_clock -name clk0 -period $clk_period [get_ports {clock}]

set non_clock_inputs [all_inputs -no_clocks]
set_input_delay [expr $clk_period * $clk_io_pct] -clock clk0 $non_clock_inputs
set_output_delay [expr $clk_period * $clk_io_pct] -clock clk0 [all_outputs]
==> impl_metrics.yaml <==
# implementation run metrics
pwr:
  switching_power_uw: 1810
  ir_drop_v: 0.00008881
  p_per_area_nw_per_um2: 94.32
  p_leak_uw: 0.02684
  power_frac_clock_pct: 41.1
  switching_share_pct: 21.32
  seq_power_share_pct: 54.4
  intPower_uw: 6682
  p_comb_share_pct: 4.5
layout:
  area_delta_synth_final_pct: 14.62
  layout-drive-gt1-share_pct: 24.91
grt:
  antenna_found_initial: 5
  gr-total-overflow: 0
  grt_pass1_vias: 41180
  grt_max_degree: 125
  grt_pass1_wl_mm: 279.7
  grt_usage_pct: 15.67
logic_synthesis:
  yosysTopAreaCell: "edfxtp_1"
  synth.cell_area_sq_um: 78550
  ys_ff: 2056
  avgSynthCellArea_sq_um: 22.14
  ys_cells: 3548
  yosys-stat-area_sq_um: 78550
  yosysSeqAreaShare_pct: 78.59
  netlist_instances: 3548
  topCellsByArea: "edfxtp_1, mux4_2, a22oi_1, nor2_1, a21oi_1"
  top_area_share_pct: 78.59
  ys_types: 21
  ys_warn_count: 1
hold_path:
  worstHoldPathType: "input port to flip-flop"
  hold_start: "dado[7]"
worst_setup_path:
  crit_end: "lido[6]"
  critPathMaxFanout: 61
  critPathLaunchType: "input port"
  cp.arrival_ps: 8360
  crit_path_end_kind: "flip-flop"
  r2r-start: "memoria[127][6]"
  crit_required_ps: 10760
  r2r_end: "lido[6]"
  startpoint: "endereco[1]"
  rr_worst_depth: 6
  worstSetupPathType: "input port to flip-flop"
  r2r_slack_ps: 6980
die:
  die_w_um: 513.7
  die-area_sq_um: 263900
  io_pins: 27
  rows: 187
  core-area_sq_um: 259900
  fp_util_pct: 30.22
  dieHeight_um: 513.7
clock_network:
  cts_tree: "done"
  cts.sinks: 2056
  cts_hold_buffers: 0
  clkSlewWorstSetupHoldPaths_ps: 60
  postCtsSetupBuffers: 0
  htree_levels: 4
  cts_root_buf: "clkbuf_16"
  numCtsBuffers: 205
  post_cts_resized: 0
  clkLatencyLatePin_ps: 840
  clk_path_buf_depth: 3
sta:
  setup_viol: 0
  tightest_slew_ps: 1462
  drv_slew: 0
  maxSlewHeadroom_pct: 1.241
  rsz0062_at_grt: "no"
  finalSetupTns_ps: 0
  clock_skew_ps: 68.97
  hold_viol: 0
  setup_slack_ps: 2403
routing:
  wl_per_cell_um: 25.78
  drt_iter0_drc: 2500
  ant_nets: 0
  wirelength_mm: 190.7
  drcViolationCount: 0
  drtPass1Iterations: 7
  viasPerCell: 4.971
  vias: 36780
placement:
  routabilityCongestion: 0.8715
  place_hpwl_mm: 112.1
  dpl_worst_slack_ps: 1686
  io_buffers: 26
run:
  cap_violations: 0
  warning_count: 40
outcome:
  status: "finished, final reports clean"
==> placed cells by master, fill, tap and decap left out, types with 6 or more instances in the layout <==
master / n
edfxtp_1: 2056
mux4_2: 512
a22oi_1: 256
nor2_1: 231
clkbuf_16: 207
buf_4: 159
a21oi_1: 128
clkinv_1: 59
clkbuf_1: 50
o41ai_1: 32
nor3_1: 30
clkinv_2: 29
nand2_1: 27
clkdlybuf4s50_1: 16
buf_12: 16
inv_1: 12
nand3_1: 10
buf_8: 10
nand4_1: 8
bufinv_16: 6
==> registers in the layout (all words and copies together), names as in the netlist <==
signal / cells
lido: 8
memoria: 2048
==> layer usage <==
layer	vias up	track usage [%]	routed length, um
met4	12	3.879	5492
met2	2076	24.29	92890
met1	18910	17.57	63540
met5	-	1.187	253
li1	15480	-	-
met3	311	11.00	28540
==> stage by stage <==
step / instances / utilization (%) / hold WS (ps) / power (uW) / area [sq um]
3_5_place_dp: 7013 / 32.21 / 4590 / 5099 / 83730
4_1_cts: 7394 / 34.63 / 3694 / 8571 / 90030
2_1_floorplan: 3548 / - / 4219 / 4911 / 78550
3_3_place_gp: 7013 / 32.21 / 4577 / 5094 / 83730
5_1_grt: 7396 / 34.64 / 3716 / 8749 / 90030
6_report: 7399 / 34.64 / 3742 / 8492 / 90040
==> worst min path at each step <==
| stage | to | slack, ps | depth (start not counted) |
|---|---|---|---|
| 6_report | memoria[15][7] | 3740 | 1 |
| 5_1_grt | memoria[14][7] | 3720 | 1 |
| 4_1_cts | memoria[86][7] | 3690 | 1 |
==> critical path, cell delays in order <==
cell and delay [ps]:
buf_8 420, buf_12 400, buf_4 690, mux4_2 420, a22oi_1 380, a21oi_1 120
o41ai_1 1260, buf_4 260, nand4_1 110
==> cells by family after synthesis <==
logic type	Yosys count	share of synthesized area [%]
DFF	2056	78.59
muxes	512	14.68
AOI/OAI and AO/OA	416	3.619
and+or+nand+nor	330	1.731
buffers and inverters	234	1.376
==> power groups by stage <==
stage     clock (uW)  combinational, uW  sequential (uW)
6_report        3490                382             4620
5_1_grt         3720                411             4620
4_1_cts         3560                391             4620
==> cells in the mapped netlist, drive strengths merged <==
cell type	instances
mux4	512
nand2b	6
nand3	13
nand4	8
o41ai	32
nor3	30
or3	1
and2	3
nand2	28
clkbuf	147
a22oi	256
inv	2
buf	85
nor2	232
edfxtp	2056
a21oi	128
nor2b	7
or2	2
==> area by class of cell <==
cell class                      instances  area [sq um]
Clock buffer                          258          5381
Sequential cell                      2056         61740
Clock inverter                        124         924.6
Timing Repair Buffer                  201          1824
Tap cell                             3496          4374
Multi-Input combinational cell       1258         15780
Fill cell                           23580        169900
Antenna cell                            5         12.51
Inverter                                1         3.754
No activity file was given, so power comes from the tool's default toggle rates.
