===== design.v =====
module bancoRegs (
  input wire clock,
  input wire [1:0] in1,
  input wire [1:0] in2,
  input wire inec,
  input wire [7:0] dado,
  output wire [7:0] out1,
  output wire [7:0] out2,
  input EscreveReg
);
  reg [7:0] regs [1:0];
  reg [7:0] valores [1:0];
  always @(posedge clock) 
    begin
      if(EscreveReg) begin
        regs[inec] = dado;
      end
   end
   always @(negedge clock)
      begin
        valores [0] = regs [in1];
        valores [1] = regs [in2];
      end
    assign out1 = valores [0];
    assign out2 = valores [1];
endmodule

===== run.sh =====
#!/bin/bash
# OpenROAD 26Q1-2900-gdf79404cd8, Yosys 0.63+post, stock flow scripts
make -C /OpenROAD-flow-scripts/flow DESIGN_CONFIG=/design/flow/config.mk WORK_HOME=/design/flow/orfs finish

===== config.mk =====
export PLATFORM = sky130hd
export DESIGN_NAME = bancoRegs
export DESIGN_NICKNAME = bancoRegs
export VERILOG_FILES = /design/flow/design.v
export SDC_FILE = /design/flow/constraint.sdc
export NUM_CORES = 4
export LEC_CHECK = 1
export CORE_AREA = 10 10 113 113
export DIE_AREA = 0 0 123 123

===== constraint.sdc =====
current_design bancoRegs

set clk_period 2.0
set clk_io_pct 0.2

create_clock -name clk0 -period $clk_period [get_ports {clock}]

set non_clock_inputs [all_inputs -no_clocks]
set_input_delay [expr $clk_period * $clk_io_pct] -clock clk0 $non_clock_inputs
set_output_delay [expr $clk_period * $clk_io_pct] -clock clk0 [all_outputs]

==> flow_metrics.tcl <==
# yosys + openroad results
set metrics [dict create \
    status "finished, violations left" \
    violations "setup timing" \
    cts_made_buffers 5 \
    coreArea_um2 10320 \
    syn_area_per_cell_um2 20.37 \
    cts_tree "done" \
    end_kind "primary output" \
    ant_nets 0 \
    p_seq_share_pct 44.4 \
    vias 589 \
    p_int_mw 1.378 \
    synthToLayoutAreaGrowth_pct 54.23 \
    cp_cell_sequence "buf_2" \
    clk_pin_slew_ns 0.07 \
    ys_warn_count 2 \
    port_buffers 28 \
    boundaryPins 31 \
    clk_latency_ns 0.33 \
    powerDensity_nw_per_um2 1033 \
    power_mw 1.720 \
    syn_area_um2 1080 \
    grt_antenna_before_repair 0 \
    reg2reg_depth 1 \
    grt_pass1_vias 622 \
    cts.sink_count 32 \
    gp_congestion 0.6886 \
    via_per_inst 2.444 \
    relSlewSlack_pct 70.89 \
    synth_cell_type_count 7 \
    drc 0 \
    critPathBufInv 1 \
    whs_path_depth 1 \
    finalWorstSetupSlack_ns -0.1518 \
    slew_violations 0 \
    cts_setup_buffers 0 \
    die_w_um 123 \
    grt_max_degree 11 \
    cp_max_fo 1 \
    synth_top_area_share_pct 44.50 \
    power.share.clock_pct 48.2 \
    finish.instance_area_um2 1665 \
    setup_viol 16 \
    netSwitchingPower_mw 0.3420 \
    start_kind "flop" \
    yosys-stat-cells 53 \
    p_comb_share_pct 7.4 \
    grt_pass1_wl_um 3394 \
    whs_ns 0.7021 \
    diodes 0 \
    drt-pass1-iter-count 2 \
    grt_overflow 0 \
    fp_util_pct 10.46 \
    chipArea_um2 15130 \
    rsz0062_at_grt "yes" \
    dp_hpwl_um 1845 \
    yosys.area.top_type "edfxtp_1" \
    drt-total-wl_um 2298 \
    fp-row-count 37 \
    layout_top_cells "16 x mux2_4, 16 x inv_1, 16 x buf_2, 16 x edfxtp_1, 13 x dfxtp_1" \
    finalClockSkew_ns 0.06184 \
    htreeDepth 2 \
    routedWlPerCell_um 9.535 \
    crit_required_ns 1.60 \
    worst_slew_pin_slew_ns 0.4366 \
    place_area_um2 1555 \
    drt_iter0_drc 18 \
    yosysSeqAreaShare_pct 74.16 \
    final_hold_viol_count 0 \
    arrival_ns 1.75 \
    leakagePower_nw 0.7086 \
    synth_flops 32 \
    min_from "dado[5]" \
    cts-root-buf "clkbuf_8" \
    whs_endpoint "regs[0][5]" \
    synthCells 53 \
    ir_drop_mv 0.2496 \
    grt.total_usage_pct 2.989 \
    hold_path_class "in -> reg" \
    cts_buffer_depth 2 \
    sw_frac_of_total_pct 19.88 \
    warnings 45 \
    critPathKind "reg -> out" \
    die_h_um 123 \
    drv_cap 0 \
    r2r-start "regs[0][5]" \
    crit_family "flip-flops" \
    max_stage_delay_ns 0.31 \
    layout-drive-gt1-share_pct 42.86 \
    regToRegSetupSlack_ns 0.27 \
    cp_slowest_cell "dfxtp_2" \
    yosys-stat-area_um2 1080 \
    r2r_end "valores[1][5]" \
    area_leaders "edfxtp_1 44%, dfxtp_1 30%, mux2_4 22%" \
]
## power by group through the flow
stage | Sequential [mW] | Combinational [mW] | Clock, mW
6_report | 0.764 | 0.127 | 0.828
5_1_grt | 0.769 | 0.140 | 0.910
4_1_cts | 0.765 | 0.133 | 0.859
## through the flow
stage	setup TNS, ns	setup slack, ns	util [%]	cells
5_1_grt	-2.629	-0.1789	16.13	241
6_report	-1.989	-0.1518	16.13	241
3_3_place_gp	-10.40	-0.4851	15.06	218
3_5_place_dp	-10.41	-0.4842	15.06	218
4_1_cts	-2.286	-0.1678	16.12	241
2_1_floorplan	0	0.06269	-	53
## worst max path at each step
stage | start | end | slack [ns] | cells after the start
6_report | valores[0][6] | out1[6] | -0.15 | 1
5_1_grt | valores[0][1] | out1[1] | -0.18 | 1
4_1_cts | valores[0][6] | out1[6] | -0.17 | 1
## cell usage after synthesis
library cell	n
nor2b_1	1
dfxtp_1	16
and2_1	1
buf_6	2
edfxtp_1	16
mux2_4	16
inv_1	1
## metal layers
| layer | vias up | wire (µm) | track usage (%) |
|---|---|---|---|
| li1 | 289 | - | - |
| met1 | 275 | 788 | 2.963 |
| met2 | 20 | 1263 | 5.723 |
| met3 | 5 | 155 | 0.8788 |
| met4 | 0 | 91 | 1.092 |
| met5 | - | 0 | 0 |
## cells by family (layout without fill, tap and decap cells)
group	count (synthesis)	after routing	share of synthesized area, %
flops	32	32	74.16
mux	16	16	22.25
buf+inv	3	55	2.433
simple gates	2	2	1.159
## final cells by class
| type | instances | area [µm²] |
|---|---|---|
| Fill cell | 1117 | 8658 |
| Sequential cell | 32 | 804.5 |
| Clock inverter | 18 | 120.1 |
| Timing Repair Buffer | 31 | 245.2 |
| Multi-Input combinational cell | 18 | 252.7 |
| Clock buffer | 6 | 72.57 |
| Tap cell | 136 | 170.2 |
## sequential cells by signal (all words and copies together), names as in the netlist
signal   cells
regs        16
valores     16
## repair_timing
| action | 4_1_cts | 5_1_grt |
|---|---|---|
| resized | 57 | 1 |
| endpoints found under the setup margin | 32 | 16 |
| hold buffers | 0 | 0 |
Power and IR drop assume default switching activity.
